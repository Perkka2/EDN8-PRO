$ cat config.mk
export PLATFORM = sky130hd
export DESIGN_NAME = gg
export DESIGN_NICKNAME = gg
export VERILOG_FILES = /design/flow/design.v
export SDC_FILE = /design/flow/constraint.sdc
export NUM_CORES = 4
export LEC_CHECK = 1
export CORE_UTILIZATION = 50
$ cat constraint.sdc
current_design gg

set clk_period 4.7
set clk_io_pct 0.2

create_clock -name clk0 -period $clk_period [get_ports {bus}]
create_clock -name clk1 -period $clk_period [get_ports {pi_bus}]

set non_clock_inputs [all_inputs -no_clocks]
set_input_delay [expr $clk_period * $clk_io_pct] -clock clk0 $non_clock_inputs
set_output_delay [expr $clk_period * $clk_io_pct] -clock clk0 [all_outputs]
$ cat design.v
module gg
(bus, sys_cfg, pi_bus, gg_do, gg_oe);
	input [80-1:0]bus;
	wire [7:0]cpu_dat;
	wire [15:0]cpu_addr;
	wire cpu_ce, cpu_rw, m2, m3;
	wire [7:0]ppu_dat;
	wire [13:0]ppu_addr;
	wire ppu_oe, ppu_we, clk, map_rst, sys_rst, fds_sw, os_act;
	wire [7:0]chr_dat, prg_dat;
	assign {
	chr_dat[7:0], prg_dat[7:0], m3, os_act, fds_sw, sys_rst, 
	map_rst, clk, ppu_we, ppu_oe, ppu_addr[13:0], ppu_dat[7:0], 
	m2, cpu_rw, cpu_addr[15:0], cpu_dat[7:0]} = bus[80-1:0];
	assign cpu_ce = !cpu_addr[15];
	input [44-1:0]pi_bus;
	wire [7:0]pi_do;
	wire [31:0]pi_addr;
	wire pi_we, pi_oe, pi_act, pi_clk;
	assign {pi_clk, pi_act, pi_we, pi_oe, pi_do[7:0], pi_addr[31:0]} = pi_bus[43:0];
	wire pi_dma_req = (pi_we | pi_oe) & pi_dst != 3;
	wire [1:0]pi_dst = pi_addr[24:23];
	wire pi_dst_prg = pi_dst == 0; 
	wire pi_dst_chr = pi_dst == 1; 
	wire pi_dst_srm = pi_dst == 2; 
	wire pi_dst_sys = pi_dst == 3; 
	wire pi_ce_prg = pi_act & pi_dst_prg;
	wire pi_ce_chr = pi_act & pi_dst_chr; 
	wire pi_ce_srm = pi_act & pi_dst_srm; 
	wire pi_ce_sys = pi_act & pi_dst_sys; 
	wire pi_ce_regs 	 = pi_ce_sys  & pi_addr[21:16] == 0;
	wire pi_ce_cfg 	 = pi_ce_regs & pi_addr[15:8] == 0; 
	wire pi_ce_cfg_ggc = pi_ce_cfg  & pi_addr[7:5] == 0; 
	wire pi_ce_cfg_reg = pi_ce_cfg  & pi_addr[7:5] == 1 & pi_addr[4] == 0; 
	wire pi_ce_ss 		 = pi_ce_regs & pi_addr[15:13] == 1; 
	wire pi_ce_fifo = pi_ce_sys & pi_addr[21:16] == 1;
	wire [11:0]map_idx;
	wire [9:0]prg_msk;
	wire [9:0]chr_msk;
	wire [10:0]srm_msk;
	wire [7:0]master_vol;
	wire [7:0]map_cfg;
	wire [7:0]ss_key_save;
	wire [7:0]ss_key_load;
	wire [7:0]ctrl;
	wire [7:0]ss_key_menu;
	wire [7:0]prg_msk_in;
	wire [3:0]chr_msk_in;
	assign prg_msk[9:0]  = (1'b1 << prg_msk_in[3:0])-1;
	assign srm_msk[10:0] = (1'b1 << prg_msk_in[7:4])-1;
	assign chr_msk[9:0]  = (1'b1 << chr_msk_in[3:0])-1;
	assign {
	ss_key_menu[7:0],
	ctrl[7:0], 
	ss_key_load[7:0], 
	ss_key_save[7:0], 
	map_cfg[7:0], 
	master_vol[7:0], 
	{map_idx[11:8], chr_msk_in[3:0]}, 
	prg_msk_in[7:0], 
	map_idx[7:0]} = sys_cfg[72-1:0];
	wire cfg_mir_h = map_cfg[1:0] == 2'b00;
	wire cfg_mir_v = map_cfg[1:0] == 2'b01;
	wire cfg_mir_4 = map_cfg[1:0] == 2'b10;
	wire cfg_mir_1 = map_cfg[1:0] == 2'b11;
	wire cfg_chr_ram = map_cfg[2];
	wire cfg_prg_ram_off = map_cfg[3];
	wire [3:0]map_sub = map_cfg[7:4];
	wire ctrl_rst_delay = ctrl[0]; 
	wire ctrl_ss_on     = ctrl[1]; 
	wire ctrl_gg_on     = ctrl[2]; 
	wire ctrl_ss_btn    = ctrl[3]; 
	wire ctrl_fami 	  = ctrl[4]; 
	wire ctrl_unlock    = ctrl[7]; 
	wire [18:0]srm_size = (1'b1 << prg_msk_in[7:4]) << 7;
	input [72-1:0]sys_cfg;
	output [7:0]gg_do;
	output gg_oe;
	assign gg_oe = slot_act != 0 & !pi_dma_req & ctrl_gg_on & !os_act;
	assign gg_do[7:0] =  
	slot_act[0] ? cpu_do_ar[0][7:0] : 
	slot_act[1] ? cpu_do_ar[1][7:0] : 
	slot_act[2] ? cpu_do_ar[2][7:0] : 
	slot_act[3] ? cpu_do_ar[3][7:0] : 
	slot_act[4] ? cpu_do_ar[4][7:0] : 
	slot_act[5] ? cpu_do_ar[5][7:0] : 
	slot_act[6] ? cpu_do_ar[6][7:0] : 
	slot_act[7] ? cpu_do_ar[7][7:0] : 8'h00;
	wire [7:0]cpu_do_ar[8];
	wire [7:0]slot_act;
	gg_slot gg0(6'h00, bus, pi_bus, slot_act[0], cpu_do_ar[0]);
	gg_slot gg1(6'h01, bus, pi_bus, slot_act[1], cpu_do_ar[1]);
	gg_slot gg2(6'h02, bus, pi_bus, slot_act[2], cpu_do_ar[2]);
	gg_slot gg3(6'h03, bus, pi_bus, slot_act[3], cpu_do_ar[3]);
	gg_slot gg4(6'h04, bus, pi_bus, slot_act[4], cpu_do_ar[4]);
	gg_slot gg5(6'h05, bus, pi_bus, slot_act[5], cpu_do_ar[5]);
	gg_slot gg6(6'h06, bus, pi_bus, slot_act[6], cpu_do_ar[6]);
	gg_slot gg7(6'h07, bus, pi_bus, slot_act[7], cpu_do_ar[7]);
endmodule
module gg_slot
(slot, bus, pi_bus, slot_act, cpu_do);
	input [80-1:0]bus;
	wire [7:0]cpu_dat;
	wire [15:0]cpu_addr;
	wire cpu_ce, cpu_rw, m2, m3;
	wire [7:0]ppu_dat;
	wire [13:0]ppu_addr;
	wire ppu_oe, ppu_we, clk, map_rst, sys_rst, fds_sw, os_act;
	wire [7:0]chr_dat, prg_dat;
	assign {
	chr_dat[7:0], prg_dat[7:0], m3, os_act, fds_sw, sys_rst, 
	map_rst, clk, ppu_we, ppu_oe, ppu_addr[13:0], ppu_dat[7:0], 
	m2, cpu_rw, cpu_addr[15:0], cpu_dat[7:0]} = bus[80-1:0];
	assign cpu_ce = !cpu_addr[15];
	input [44-1:0]pi_bus;
	wire [7:0]pi_do;
	wire [31:0]pi_addr;
	wire pi_we, pi_oe, pi_act, pi_clk;
	assign {pi_clk, pi_act, pi_we, pi_oe, pi_do[7:0], pi_addr[31:0]} = pi_bus[43:0];
	wire pi_dma_req = (pi_we | pi_oe) & pi_dst != 3;
	wire [1:0]pi_dst = pi_addr[24:23];
	wire pi_dst_prg = pi_dst == 0; 
	wire pi_dst_chr = pi_dst == 1; 
	wire pi_dst_srm = pi_dst == 2; 
	wire pi_dst_sys = pi_dst == 3; 
	wire pi_ce_prg = pi_act & pi_dst_prg;
	wire pi_ce_chr = pi_act & pi_dst_chr; 
	wire pi_ce_srm = pi_act & pi_dst_srm; 
	wire pi_ce_sys = pi_act & pi_dst_sys; 
	wire pi_ce_regs 	 = pi_ce_sys  & pi_addr[21:16] == 0;
	wire pi_ce_cfg 	 = pi_ce_regs & pi_addr[15:8] == 0; 
	wire pi_ce_cfg_ggc = pi_ce_cfg  & pi_addr[7:5] == 0; 
	wire pi_ce_cfg_reg = pi_ce_cfg  & pi_addr[7:5] == 1 & pi_addr[4] == 0; 
	wire pi_ce_ss 		 = pi_ce_regs & pi_addr[15:13] == 1; 
	wire pi_ce_fifo = pi_ce_sys & pi_addr[21:16] == 1;
	input [5:0]slot;
	output slot_act;
	output [7:0]cpu_do;
	assign cpu_do[7:0] = slot_act ? code[3][7:0] : 8'h00;
	assign slot_act = m2 & cpu_rw & rd_ok & code_eq;
	wire gg_ce = pi_ce_cfg_ggc & pi_addr[7:2] == slot[5:0];
	wire gg_we = gg_ce & pi_we;
	wire code_eq =  addr_eq & (data_eq | data_cmp_off);
	wire addr_eq = {1'b1, cpu_addr[14:0]} == {code[1][7:0], code[0][7:0]}; 
	wire data_eq = prg_dat[7:0] == code[2][7:0];
	wire data_cmp_off = code[3][7:0] == code[2][7:0];
	reg [7:0]code[4];
	always @(negedge pi_clk)
	begin
		if(gg_we)code[pi_addr[1:0]][7:0] <= pi_do[7:0];		
	end
	wire rd_ok = rd_delay == 4; 
	reg [3:0]rd_delay;
	reg rd_st;
	always @(negedge clk)
	begin
		rd_st <= m2 | cpu_rw;
		if(!rd_st)rd_delay <= 0;
			else
		if(!rd_ok)rd_delay <= rd_delay + 1;
	end
endmodule
$ cat run.sh
#!/bin/bash
# OpenROAD 26Q1-2900-gdf79404cd8, Yosys 0.63+post, stock flow scripts
make -C /OpenROAD-flow-scripts/flow DESIGN_CONFIG=/design/flow/config.mk WORK_HOME=/design/flow/orfs finish
==> impl_metrics.tcl <==
# yosys + openroad results
set metrics [dict create \
    top_area_cell "edfxtp_1" \
    flop_cell "edfxtp_1" \
    aoi_share_pct 3.88 \
    ys_async_sr_fraction_pct 0 \
    row_count 58 \
    xor_share_pct 17.1 \
    ys_warn_count 2 \
    error "[ERROR DPL-0036] Detailed placement failed." \
    netlist_area_mm2 0.0131 \
    top_cell_area_share_pct 58.5 \
    top_logic_kind "XOR/XNOR gates" \
    status "aborted with a tool error" \
    synth_cells 981 \
    yosysUniqueCellTypes 46 \
    avgSynthCellArea_um2 13.4 \
    synth-seq-area-share_pct 63.5 \
    ys_sh_simple_pct 11.2 \
    place_ws_ns -1.24 \
    ys.flops 289 \
    dp.cells 1399 \
    yosys-stat-cells 981 \
    stop_stage "clock tree synthesis (4_1_cts)" \
    yosysChipArea_mm2 0.0131 \
    ys_sh_mux_pct 0.228 \
    hpwl_um 20100 \
    die_x_um 164 \
    top_level_ports 205 \
    initCoreUtil_pct 51.6 \
    synthAdderAreaFrac_pct 1.52 \
    top_cells_by_area "edfxtp_1 58%, xnor2_1 8.6%, xor2_1 8.4%, dfxtp_1 5.0%, a21oi_1 1.6%" \
    numPortBuffers 10 \
    die_h_um 164 \
    synth-edff-count 256 \
    place_congestion 0.896 \
]
==> metrics by stage <==
stage	hold WS (ns)	utilization, %	cell area [µm²]	total power, mW
2_1_floorplan	0.165	-	13300	8.72
3_3_place_gp	0.165	56.7	14400	7.96
3_5_place_dp	0.165	56.7	14400	7.96
==> logic make-up after synthesis <==
logic type,Yosys count
AND-OR/OR-AND,85
XOR/XNOR,256
adder cells (fa/ha/maj),16
buffers and inverters,65
flip-flops,289
multiplexers,3
AND/OR/NAND/NOR,267
==> synthesized netlist by cell type (11+ instances only) <==
cell type	n
edfxtp_1	256
xnor2_1	129
xor2_1	126
nor2_1	53
a21oi_1	42
dfxtp_1	33
nor4_1	33
nand4_1	32
inv_1	29
nand2_1	26
nor3_1	25
nor2b_1	23
nand3_1	21
buf_2	19
ha_1	16
nand2b_1	11
Power is estimated from default activity; no workload was simulated.
